<file path="./run.sh">
#!/bin/bash
# OpenROAD 26Q1-2900-gdf79404cd8, Yosys 0.63+post, stock flow scripts
make -C /OpenROAD-flow-scripts/flow DESIGN_CONFIG=/design/flow/config.mk WORK_HOME=/design/flow/orfs finish
</file>
<file path="./config.mk">
export PLATFORM = sky130hd
export DESIGN_NAME = register
export DESIGN_NICKNAME = register
export VERILOG_FILES = /design/flow/design.v
export SDC_FILE = /design/flow/constraint.sdc
export NUM_CORES = 4
export LEC_CHECK = 1
export CORE_UTILIZATION = 40
</file>
<file path="./constraint.sdc">
current_design register

set clk_period 7.2
set clk_io_pct 0.2

create_clock -name clk0 -period $clk_period [get_ports {clk}]

set non_clock_inputs [all_inputs -no_clocks]
set_input_delay [expr $clk_period * $clk_io_pct] -clock clk0 $non_clock_inputs
set_output_delay [expr $clk_period * $clk_io_pct] -clock clk0 [all_outputs]
</file>
<file path="./design.v">
module register(src0, src1, dst, we, data, data0, data1, rst_n, clk);
	input wire [3:0] src0, src1, dst;
	input wire[7:0] data;
	input wire we, rst_n, clk;
	output wire [7:0] data1,data0;
	reg [7:0] regfile[16:0];
	wire [7:0] regf0,regf1,regf3,regf5,regf7, regf8, regf9,regf10;
	always@(posedge clk ) begin
		if(!rst_n) begin
			regfile[0] <= 0;
			regfile[1] <= 0;
			regfile[2] <= 0;
			regfile[3] <= 0;
			regfile[4] <= 0;
			regfile[5] <= 0;
			regfile[6] <= 0;
			regfile[7] <= 0;
			regfile[8] <= 0;
			regfile[9] <= 1;
			regfile[10] <= 0;
			regfile[11] <= 0;
			regfile[12] <= 0;
			regfile[13] <= 20;
			regfile[14] <= 0;
			regfile[15] <= 0;
			regfile[16] <= 0;
		end else begin
			if(we) begin
				regfile[dst] <= data;
			end else begin
				regfile[dst] = regfile[dst];
			end
		end
	end
	assign data0 = regfile[src0];
	assign data1 = regfile[src1];
	assign regf0=regfile[0];
	assign regf1=regfile[1];
	assign regf3=regfile[3];
	assign regf5=regfile[5];
	assign regf7=regfile[7];
	assign regf8=regfile[8];
	assign regf9=regfile[9];
	assign regf10=regfile[10];
endmodule
</file>
==> out/qor.yml <==
powerDensity_nw_per_um2: 215
grt_overflow: 0
setup.worst_path.end_class: "output port"
cts-resized-gates: 0
clkSlewWorstSetupHoldPaths_ns: 0.06
yosys-top-cells-area: "sky130_fd_sc_hd__dfxtp_1 31%, sky130_fd_sc_hd__a21oi_1 9.3%, sky130_fd_sc_hd__o21ai_0 8.8%"
vias: 9118
clock_path_buffers: 2
netlist_area_um2: 8160
final-setup-viol-count: 0
ys_seq_share_pct: 31.4
maximum_clock_rate_mhz: 170
dieHeight_um: 145
logic_family: "AND-OR/OR-AND gates"
edf_count: 0
floorplan.initialDensity_pct: 41.4
synth_top_cell_by_area: "sky130_fd_sc_hd__dfxtp_1"
gpl.final_weighted_congestion: 1.07
yosys_warnings: 2
worst_path_max_delay_cell: "sky130_fd_sc_hd__nor2b_1"
synth.top_cells.by_count: "151 x sky130_fd_sc_hd__a21oi_1, 143 x sky130_fd_sc_hd__o21ai_0, 128 x sky130_fd_sc_hd__dfxtp_1, 67 x sky130_fd_sc_hd__nand2_1, 60 x sky130_fd_sc_hd__nor2_1"
largest_register_ffs: 128
postCtsSetupBuffers: 0
detail-route-antenna-nets: 0
most_common_cell: "sky130_fd_sc_hd__a21oi_1"
ios: 39
final_min_period_over_clock_period_pct: 81.7
hold_buffers: 0
wire_length_of_the_first_global_routing_pass_um: 55800
hold_path.class: "flop to flop"
synth_flops: 128
clock_sinks: 128
core.rowCount: 51
arrival_ns: 4.44
worst-slew-pin-transition_ns: 1.17
cellLeakagePower_nw: 3.28
numCtsBuffers: 17
slowest_delay_ns: 0.95
antenna_found_initial: 0
critical_path_class: "input pin to output port"
synth-simple-area-share_pct: 16.2
dp_slack_ns: 1.50
fp.dieW_um: 145
adder_cell_area_share_of_the_yosys_netlist_pct: 0
setup_tns_ns: 0
remaining_drc_errors: 0
syn-instance-count: 1045
groute.usage.overall_pct: 38.5
synth-cells-yosys: 1045
drt-wirelength-per-cell_um: 29.1
area_growth_pct: 14.4
crit_family: "buffers and inverters"
detailed_place_hpwl_um: 26700
route.final.wire_length_um: 38500
regMostFlops: "regfile"
grt_start_max_net_pins: 72
synth.yosys.chip_area_um2: 8160
ctsRootBufferMaster: "sky130_fd_sc_hd__clkbuf_16"
vdd_ir_drop_max_mv: 0.150
via_per_inst: 6.90
vias_in_the_first_global_route: 8184
n_antenna_cell: 0
finalHoldViolCount: 0
mux_cell_area_share_after_synthesis_pct: 8.58
rsz0062_at_grt: "false"
placement.io_buffers: 38
avgSynthCellArea_um2: 7.81
ys_dominant_reg_cell: "sky130_fd_sc_hd__dfxtp_1"
stage_log_warnings: 25
max_slew_margin_pct: 22.0
post-route-min-period_ns: 5.88
slew_violations: 0
synthDistinctLibCells: 68
clock_skew_ns: 0.00749
layout_cells_sized_above_1_pct: 13.7
clock.latency.late_pin_ns: 0.42
registers_with_the_highest_flip_flop_counts: "regfile x128"
worstPathBufferInverterCount: 3
timing.critical_path.mode_cell: "sky130_fd_sc_hd__clkdlybuf4s50_1"
timing.critical_path.required_ns: 5.76
placeableCoreArea_um2: 19700
crit_path_max_fanout: 20
xor_area_share_pct: 0
detail_route.first_pass.iterations: 6
drtIter0Drc: 1382
crit_path_cell_trace: "clkdlybuf4s50_1, buf_4, nor2b_1, a22oi_1, o21ai_0, nand2_1, a41oi_1, clkdlybuf4s50_1"
timing.critical_path.from_type: "input pin"
clock_tree_from_tritoncts: "done"
max_cap_viol_count: 0
fp.dieArea_um2: 21000
run_status: "finished clean"
synth.cellmix.compoundShare_pct: 37.1
top_area_share_pct: 31.4
synth-async-reset-ratio_pct: 0
final.setup.worst_slack_ns: 1.32
clock_tree.htree_level_count: 4
[layout make-up]
cell class | count | area [um^2]
clock buffers | 19 | 443
clock inverters | 13 | 186
fillers | 1933 | 10400
inverters | 14 | 52.6
multi-input cells | 799 | 5070
flip-flops and latches | 128 | 2560
well taps | 265 | 332
repair buffers | 83 | 696
[per-layer routing]
metal | vias up | GRT usage [%] | routed length, um | share of wire, %
met5 | - | 0 | 0 | 0
met4 | 0 | 21.6 | 2810 | 7.3
met3 | 182 | 12.2 | 4730 | 12
met2 | 720 | 55.1 | 16000 | 42
met1 | 4265 | 51.8 | 14900 | 39
li1 | 3951 | - | - | -
[cells in the final DEF (no fill, tap or decap), types with 8 or more instances in the layout]
cell,instances
sky130_fd_sc_hd__nand2_1,67
sky130_fd_sc_hd__dfxtp_1,128
sky130_fd_sc_hd__o22ai_1,14
sky130_fd_sc_hd__a31oi_1,12
sky130_fd_sc_hd__nor3_1,11
sky130_fd_sc_hd__o21ai_2,10
sky130_fd_sc_hd__inv_1,14
sky130_fd_sc_hd__mux2_2,24
sky130_fd_sc_hd__a22o_1,13
sky130_fd_sc_hd__a32oi_1,17
sky130_fd_sc_hd__nor2b_1,30
sky130_fd_sc_hd__nor3b_1,8
sky130_fd_sc_hd__clkdlybuf4s50_1,33
sky130_fd_sc_hd__mux2i_1,25
sky130_fd_sc_hd__o21ai_0,143
sky130_fd_sc_hd__nand3_1,39
sky130_fd_sc_hd__o22a_1,8
sky130_fd_sc_hd__and3_1,9
sky130_fd_sc_hd__nor2_1,60
sky130_fd_sc_hd__clkbuf_16,17
sky130_fd_sc_hd__nand3b_1,9
sky130_fd_sc_hd__a21oi_1,151
sky130_fd_sc_hd__buf_4,46
sky130_fd_sc_hd__a221oi_1,11
sky130_fd_sc_hd__a22oi_1,35
[final timing paths]
kind	start	endpoint	slack [ns]	cells after the start
min reg2reg	regfile[14][7]$_SDFFE_PN0P_	regfile[14][7]$_SDFFE_PN0P_	0.51	2
min	regfile[14][7]$_SDFFE_PN0P_	regfile[14][7]$_SDFFE_PN0P_	0.51	2
max	src1[1]	data1[3]	1.32	8
max reg2reg	regfile[15][3]$_SDFFE_PN0P_	regfile[9][3]$_SDFFE_PN0P_	4.77	5
[report_power, final]
part | total (mW) | internal, mW | switching (mW)
sequential | 0.765 | 0.731 | 0.0342
clock | 0.925 | 0.589 | 0.336
combinational | 0.313 | 0.105 | 0.208
total | 2.00 | 1.43 | 0.578
[worst min-delay path, stage by stage (launching register included)]
cell,delay [ns]
sky130_fd_sc_hd__dfxtp_1,0.34
sky130_fd_sc_hd__nand3_1,0.07
sky130_fd_sc_hd__o21ai_1,0.05
[logic make-up after synthesis]
logic type | Yosys count
buffers and inverters | 118
AOI/OAI and AO/OA | 480
muxes | 59
and+or+nand+nor | 260
DFF | 128
[through the flow]
| stage | utilization [%] | area, um^2 | cells | hold slack [ns] | power [mW] |
|---|---|---|---|---|---|
| 2_1_floorplan | - | 8160 | 1045 | 0.460 | 0.949 |
| 3_3_place_gp | 44.2 | 8710 | 1289 | 0.500 | 1.08 |
| 3_5_place_dp | 44.2 | 8710 | 1289 | 0.508 | 1.08 |
| 4_1_cts | 47.4 | 9340 | 1321 | 0.516 | 2.00 |
| 5_1_grt | 47.4 | 9340 | 1321 | 0.537 | 2.06 |
| 6_report | 47.4 | 9340 | 1321 | 0.514 | 2.00 |
Power and IR drop assume default switching activity.
