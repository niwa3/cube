===== ./design.v =====
module pc(pcin, pcout, we, rst_n, clk);
	input wire [7:0] pcin;
	input wire we,rst_n,clk;  
	output reg [7:0] pcout;
	always@(posedge clk) begin
		if(!rst_n) begin
			pcout<=6'b000000;
		end else begin
			if(we) begin
				pcout<=pcin;
			end else begin
				pcout<=pcout+1;
			end
		end
	end
endmodule

===== ./run.sh =====
#!/bin/bash
# OpenROAD 26Q1-2900-gdf79404cd8, Yosys 0.63+post, stock flow scripts
make -C /OpenROAD-flow-scripts/flow DESIGN_CONFIG=/design/flow/config.mk WORK_HOME=/design/flow/orfs finish

===== ./config.mk =====
export PLATFORM = sky130hd
export DESIGN_NAME = pc
export DESIGN_NICKNAME = pc
export VERILOG_FILES = /design/flow/design.v
export SDC_FILE = /design/flow/constraint.sdc
export NUM_CORES = 4
export LEC_CHECK = 1
export CORE_AREA = 10 10 70 70
export DIE_AREA = 0 0 80 80

===== ./constraint.sdc =====
current_design pc

set clk_period 1.7
set clk_io_pct 0.2

create_clock -name clk0 -period $clk_period [get_ports {clk}]

set non_clock_inputs [all_inputs -no_clocks]
set_input_delay [expr $clk_period * $clk_io_pct] -clock clk0 $non_clock_inputs
set_output_delay [expr $clk_period * $clk_io_pct] -clock clk0 [all_outputs]

==> results.toml <==
# synthesis and place-and-route metrics
[min_path]
hp-class = "flip-flop to flip-flop"

[detailed_routing]
drc = 0
diodes = 0
drt_pre_antenna_iters = 4
routed_wire_length_per_instance_um = 9.773
drtAntennaViolNets = 0
drt_first_iter_violations = 9
via_count = 386
routed_wl_mm = 1.075
drt-vias-per-instance = 3.509

[floorplan]
ioPinCount = 19
fp.dieH_um = 80
die_width_um = 80
fp-utilization_pct = 10.70
row_count = 21
core_region_area_um2 = 3416
chipArea_um2 = 6400

[logic_synthesis]
yosys.cell_count.top_type = "sky130_fd_sc_hd__o21ai_0"
ys_warn_count = 1
seq_area_frac_synth_pct = 43.84
cell_area_leaders = "sky130_fd_sc_hd__dfxtp_1 44%, sky130_fd_sc_hd__o21ai_0 14%, sky130_fd_sc_hd__a31oi_1 5.1%"
post-synth-top-area-cell = "sky130_fd_sc_hd__dfxtp_1"
netlist.area_leader.share_pct = 43.84
synth-cells-yosys = 42
top_cells_by_count = "10 x sky130_fd_sc_hd__o21ai_0, 8 x sky130_fd_sc_hd__dfxtp_1, 4 x sky130_fd_sc_hd__nand2_1"
postSynth.asyncResetShare_pct = 0
synth.lib_cells_used.distinct = 16
netlist_area_um2 = 365.4
synth_cells = 42
synthesis.area_per_instance_um2 = 8.699
ys_ff = 8
enable_flop_cells = 0
ys.flop_type = "sky130_fd_sc_hd__dfxtp_1"
synth-area-yosys_um2 = 365.4

[sta]
setup_violations = 0
timing.max_slew.rel_slack_pct = 83.33
finalHoldViolations = 0
layout_worst_path_cycle_share_pct = 88.37
grt_setup_unrepaired = "false"
setup_tns_ps = 0
fin_worst_hold_slack_ps = 513.1
achievable-frequency_ghz = 0.6657
clock-skew-final_ps = 2.173
tightestPinTransition_ps = 249.3
min_period_ps = 1502
final-max-slew-violation-count = 0

[setup_path]
crit_chain = "clkdlybuf4s50_1"
required_time_of_the_worst_setup_path_ps = 1360
setup.worst_path.start_class = "flip-flop"
crit_arrival_ps = 1160
worst_path_max_delay_cell = "sky130_fd_sc_hd__clkdlybuf4s50_1"
setup.worst_path.end_class = "output port"
cpPeakStageDelay_ps = 510
timing.critical_path.fanout_max = 4
critical-path-top-delay-family = "buffers and inverters"
crit_type = "flip-flop to output port"
crit_buf_inv = 1

[grt]
grt_pass1_wl_mm = 1.759
grt_pass1_vias = 386
grt_start_max_net_pins = 11
antenna_violations_before_repair = 0
remaining_overflow_grt = 0
grt.total_usage_pct = 3.533

[power_and_ir_drop]
p_leak_nw = 0.2099
irDropWorstVdd_uv = 324.5
p_per_area_nw_per_um2 = 688.7

[clock_network]
post_cts_hold_buffer_count = 0
ctsLongestPathBuffers = 2
cts_buffers = 3
number_of_clock_sinks = 8
cts_repair_resize_count = 0
cts_setup_buffers = 0
cts_tree = "built"
clk_root_buffer_cell = "sky130_fd_sc_hd__clkbuf_4"
htreeDepth = 1
worst_setup_hold_path_clk_slew_ps = 50
clock_latency_reported_for_the_late_side_of_the_worst_skew_pair_ps = 250

[finish]
largest_registers_in_the_final_layout = "pcout (8)"
drive_gt1_share_pct = 7.813
registers.top_by_ff_count = "pcout"
sequential_cell_area_um2 = 160.2
largest_register_ff_count = 8
layout-area-overhead-vs-synth_pct = 73.29
layout.area.comb_um2 = 201.4
fillerInstances = 398

[job]
stage_log_warnings = 25
max_cap_viol_count = 0

[placed_design]
routability_congestion_estimate = 0.6813
post-dp-hpwl_um = 893.4
buffer_ports.inserted = 18

[run_status]
outcome = "complete, no violations"
-- area by class of cell --
class | count | area share (%)
clock buffer | 3 | 3.557
inverter | 1 | 0.5929
multi-input combinational | 33 | 31.82
sequential | 8 | 25.30
tap | 46 | 9.091
timing repair buffer | 19 | 29.64
-- worst paths after layout --
kind | slack, ps | cells after the start | start | to
setup / recovery | 200 | 1 | pcout[2] | pcout[2]
hold / removal | 510 | 2 | pcout[7] | pcout[7]
setup reg to reg | 390 | 4 | pcout[0] | pcout[6]
hold reg to reg | 510 | 2 | pcout[7] | pcout[7]
-- per-layer routing --
metal	global-route usage, %	up-vias	share of wire, %
met4	0.1761	0	0
met5	0	-	0
met1	5.108	164	53
met3	2.955	0	15
li1	-	200	-
met2	3.933	22	32
-- per-stage QoR --
step,area [um^2],util [%],worst slack (ps),cells,power (mW)
after floorplan,365.4,-,518.8,42,0.2405
after global routing,633.1,18.53,107.8,110,0.4663
after detailed placement,610.6,17.88,222.8,107,0.3036
after CTS,633.1,18.53,173.1,110,0.4460
after global placement,610.6,17.88,272.9,107,0.3028
final,633.1,18.53,197.8,110,0.4360
-- report_power, final --
group	switching (mW)	internal, mW	total (mW)
combinational	0.0235	0.0575	0.0811
clock	0.0572	0.0803	0.137
sequential	0.0154	0.202	0.217
total	0.0962	0.340	0.436
-- cell usage in the layout, fill, tap and decap left out, drive strengths merged --
master and count:
a31oi 3, clkbuf 3, nor2b 1, clkdlybuf4s50 18
dfxtp 8, clkinv 1, nand3 2, nand4 1
xor2 2, nand2 4, a21oi 2, ha 1
or3 3, o21ai 10, buf 1, and2 2
xnor2 1, mux2i 1
-- logic make-up after synthesis --
| kind of cell | count (synthesis) | share of synthesized area (%) |
|---|---|---|
| buffers and inverters | 1 | 1.026 |
| XOR/XNOR | 3 | 7.193 |
| AND/OR/NAND/NOR | 13 | 20.21 |
| adder cells (fa/ha/maj) | 1 | 3.424 |
| flip-flops | 8 | 43.83 |
| multiplexers | 1 | 2.740 |
| AND-OR/OR-AND | 15 | 21.58 |
Power figures rest on the tool's default switching activity, not on a simulated workload.
